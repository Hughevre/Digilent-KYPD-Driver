===== flow/constraint.sdc =====
current_design digilent_kypd_top

set clk_period 2.3
set clk_io_pct 0.2

create_clock -name clk0 -period $clk_period [get_ports {clk_i}]

set non_clock_inputs [all_inputs -no_clocks]
set_input_delay [expr $clk_period * $clk_io_pct] -clock clk0 $non_clock_inputs
set_output_delay [expr $clk_period * $clk_io_pct] -clock clk0 [all_outputs]

===== flow/config.mk =====
export PLATFORM = sky130hd
export DESIGN_NAME = digilent_kypd_top
export DESIGN_NICKNAME = digilent_kypd_top
export VERILOG_FILES = /design/flow/design.v
export SDC_FILE = /design/flow/constraint.sdc
export NUM_CORES = 4
export LEC_CHECK = 1
export CORE_UTILIZATION = 40

===== flow/design.v =====
module cdc_single_bit_synchronizer #(
    parameter int unsigned ChainLength       = 4,
    parameter bit          IsInputRegistered = 1
) (
    input  logic prim_clk_i,
    input  logic prim_i,
    input  logic sec_clk_i,
    output logic sec_o
);
    logic                                            async_bit;
    (* ASYNC_REG = "TRUE" *) logic [ChainLength-1:0] synchronizer_chain_shr;
    generate
        if (IsInputRegistered) begin
            always_ff @(posedge prim_clk_i) begin
                async_bit <= prim_i;
            end
        end else begin
            assign async_bit = prim_i;
        end
    endgenerate
    always_ff @(posedge sec_clk_i) begin
        synchronizer_chain_shr <= {synchronizer_chain_shr[ChainLength-2:0], async_bit};
    end
    assign sec_o = synchronizer_chain_shr[ChainLength-1];
endmodule
module debouncer #(
    parameter real ClockFrequencyInMHz     = 100.0,
    parameter real StabilityTimeInMicroSec = 1000.0
) (
    input  logic clk_i,
    input  logic reset_i,
    input  logic ripple_i,
    output logic debounced_o
);
    localparam int unsigned StallCntMod   = ClockFrequencyInMHz * StabilityTimeInMicroSec;
    localparam int unsigned StallCntWidth = $clog2(StallCntMod);
    logic                     ripple_syn;
    logic                     ripple_syn_r;
    logic                     ripple_syn_r2;
    logic                     ripple_syn_pe;
    logic [StallCntWidth-1:0] stall_cnt;
    logic                     filtered_ripple_r;
    cdc_single_bit_synchronizer #(
        .ChainLength       (3),
        .IsInputRegistered (0)
    ) u_cdc_ripple_synchronizer (
        .prim_clk_i        (1'b0),
        .prim_i            (ripple_i),
        .sec_clk_i         (clk_i),
        .sec_o             (ripple_syn)
    );
    always_ff @(posedge clk_i) begin
        if (reset_i) begin
            ripple_syn_r  <= '0;
            ripple_syn_r2 <= '0;
        end else begin
            ripple_syn_r  <= ripple_syn;
            ripple_syn_r2 <= ripple_syn_r;
        end
    end
    assign ripple_syn_pe = ripple_syn_r ^ ripple_syn_r2;
    always_ff @(posedge clk_i) begin
        if (reset_i || ripple_syn_pe) begin
            stall_cnt <= '0;
        end else begin
            if (stall_cnt == StallCntMod-1) begin
                stall_cnt         <= '0;
                filtered_ripple_r <= ripple_syn_r2;
            end else begin
                stall_cnt <= stall_cnt + 1'b1;
            end
        end
    end
    assign debounced_o = filtered_ripple_r;
endmodule
module digilent_kypd_decoder #(
    parameter real ClockFrequencyInMHz          = 100.0,
    parameter real KeypadScanningFrequencyInMHz = 1.0
) (
    input  logic       clk_i,
    input  logic       reset_i,
    input  logic [3:0] kypd_rows_i,
    output logic [3:0] kypd_cols_o,
    output logic [3:0] pressed_key_o
);
    typedef enum logic [3:0] {
        IDLE  = 4'b0000,
        COL_1 = 4'b1000,
        COL_2 = 4'b0100,
        COL_3 = 4'b0010,
        COL_4 = 4'b0001
    } cols_scanner_state_e;
    typedef enum logic [3:0] {
        ROW_1 = 4'b0111,
        ROW_2 = 4'b1011,
        ROW_3 = 4'b1101,
        ROW_4 = 4'b1110,
        ROW_N = 4'b1111
    } rows_state_e;
    localparam int unsigned ColsScanningCounterMod   = ClockFrequencyInMHz / (2 * KeypadScanningFrequencyInMHz);
    localparam int unsigned ColsScanningCounterWidth = $clog2(ColsScanningCounterMod);
    localparam int unsigned DeferredDecoderMod       = 32;
    (* fsm_encoding = "user_encoding" *) cols_scanner_state_e cols_scanner_state_r;
    cols_scanner_state_e                                      cols_scanner_state_next;
    logic [ColsScanningCounterWidth-1:0] cols_scanning_cnt;
    logic                                next_col_switch_r;
    logic                                deferred_decoder_en_r;
    logic [3:0]                          pressed_key_code;
    always_ff @(posedge clk_i) begin
        if (reset_i) begin
            cols_scanning_cnt     <= '0;
            next_col_switch_r     <= '0;
            deferred_decoder_en_r <= '0;
        end else begin
            if (cols_scanning_cnt == ColsScanningCounterMod-1) begin
                cols_scanning_cnt <= '0;
                next_col_switch_r <= '1;
            end else if (cols_scanning_cnt == DeferredDecoderMod-1
            ) begin
                cols_scanning_cnt     <= cols_scanning_cnt + 1'b1;
                deferred_decoder_en_r <= '1;
            end else begin
                cols_scanning_cnt     <= cols_scanning_cnt + 1'b1;
                next_col_switch_r     <= '0;
                deferred_decoder_en_r <= '0;
            end
        end
    end
    always_ff @(posedge clk_i) begin
        if (reset_i) cols_scanner_state_r <= IDLE;
        else         cols_scanner_state_r <= cols_scanner_state_next;
    end
    always_comb begin
        unique case (cols_scanner_state_r)
            IDLE:                         cols_scanner_state_next = COL_1;
            COL_1: if (next_col_switch_r) cols_scanner_state_next = COL_2;
                   else                   cols_scanner_state_next = COL_1;
            COL_2: if (next_col_switch_r) cols_scanner_state_next = COL_3;
                   else                   cols_scanner_state_next = COL_2;
            COL_3: if (next_col_switch_r) cols_scanner_state_next = COL_4;
                   else                   cols_scanner_state_next = COL_3;
            COL_4: if (next_col_switch_r) cols_scanner_state_next = COL_1;
                   else                   cols_scanner_state_next = COL_4;
        endcase
    end
    assign kypd_cols_o = ~cols_scanner_state_r;
    always_comb begin
        pressed_key_code = pressed_key_o;
        unique0 case (cols_scanner_state_r)
            COL_1: begin
                if (deferred_decoder_en_r) begin
                    if (kypd_rows_i == ROW_1)
                        pressed_key_code = 4'h1;
                    else if (kypd_rows_i == ROW_2)
                        pressed_key_code = 4'h4;
                    else if (kypd_rows_i == ROW_3)
                        pressed_key_code = 4'h7;
                    else if (kypd_rows_i == ROW_4)
                        pressed_key_code = 4'h0;
                end
            end
            COL_2: begin
                if (deferred_decoder_en_r) begin
                    if (kypd_rows_i == ROW_1)
                        pressed_key_code = 4'h2;
                    else if (kypd_rows_i == ROW_2)
                        pressed_key_code = 4'h5;
                    else if (kypd_rows_i == ROW_3)
                        pressed_key_code = 4'h8;
                    else if (kypd_rows_i == ROW_4)
                        pressed_key_code = 4'hF;
                end
            end
            COL_3: begin
                if (deferred_decoder_en_r) begin
                    if (kypd_rows_i == ROW_1)
                        pressed_key_code = 4'h3;
                    else if (kypd_rows_i == ROW_2)
                        pressed_key_code = 4'h6;
                    else if (kypd_rows_i == ROW_3)
                        pressed_key_code = 4'h9;
                    else if (kypd_rows_i == ROW_4)
                        pressed_key_code = 4'hE;
                end
            end
            COL_4: begin
                if (deferred_decoder_en_r) begin
                    if (kypd_rows_i == ROW_1)
                        pressed_key_code = 4'hA;
                    else if (kypd_rows_i == ROW_2)
                        pressed_key_code = 4'hB;
                    else if (kypd_rows_i == ROW_3)
                        pressed_key_code = 4'hC;
                    else if (kypd_rows_i == ROW_4)
                        pressed_key_code = 4'hD;
                end
            end
        endcase
    end
    always_ff @(posedge clk_i) begin
        if (reset_i) pressed_key_o <= '0;
        else         pressed_key_o <= pressed_key_code;
    end
endmodule
module digilent_kypd_top #(
    parameter real ClockFrequencyInMHz          = 100.0,
    parameter real KeypadScanningFrequencyInMHz = 1.0
) (
    input  logic       clk_i,
    input  logic       reset_i,
    input  logic [3:0] kypd_rows_i,
    output logic [3:0] kypd_cols_o,
    output logic [3:0] pressed_key_o
);
    logic [3:0] kypd_rows_debounced;
    digilent_kypd_decoder #(
        .ClockFrequencyInMHz          (ClockFrequencyInMHz),
        .KeypadScanningFrequencyInMHz (KeypadScanningFrequencyInMHz)
    ) u_digilent_kypd_decoder (
        .clk_i                        (clk_i),
        .reset_i                      (reset_i),
        .kypd_rows_i                  (kypd_rows_debounced),
        .kypd_cols_o                  (kypd_cols_o),
        .pressed_key_o                (pressed_key_o)
    );
    generate
        genvar i;
        for (i = 0; i < 4; i++) begin
            debouncer #(
                .ClockFrequencyInMHz     (ClockFrequencyInMHz),
                .StabilityTimeInMicroSec (0.08)
            ) u_row_ripple_remover (
                .clk_i                   (clk_i),
                .reset_i                 (reset_i),
                .ripple_i                (kypd_rows_i[i]),
                .debounced_o             (kypd_rows_debounced[i])
            );
        end
    endgenerate
endmodule

===== flow/run.sh =====
#!/bin/bash
# OpenROAD 26Q1-2900-gdf79404cd8, Yosys 0.63+post, stock flow scripts
make -C /OpenROAD-flow-scripts/flow DESIGN_CONFIG=/design/flow/config.mk WORK_HOME=/design/flow/orfs finish

==> out/summary.txt <==
outcome: finished, final reports clean
Max FO, Critical Path: 12
YS chip area: 2010 µm²
TritonCTS buffer count: 5
vias: 1287
Synth Instances: 188
max-slew violation count: 0
VDD IR max: 0.000505 V
Core Box Area: 4790 µm²
fill count: 431
Fmax: 0.545 GHz
nature of the critical path endpoint: output pin
Arrival @ worst endpoint: 1.38 ns
Final Cell Area: 2280 µm²
via/cell ratio: 4.82
CP max stage delay: 0.56 ns
Finish-stage setup viols: 0
DRC violations left: 0
postcts setup bufs: 0
htree depth: 2
1st-iter DRT viols: 91
# rows: 25
synth unique cells: 41
Dominant flop cell: dfxtp_1
Antenna Cells: 0
Tmin final: 1.84 ns
P_leak: 0.000873 µW
vias in the first global route: 1151
worst min path class: reg2reg
r2r setup slk: 0.71 ns
Seq/Total Area, Yosys: 0.548
Die X: 72.9 µm
root buffer cell: clkbuf_8
all-layer global routing usage: 0.120
power per cell area: 701 nW/µm²
Setup crit start kind: flip-flop
proportion of layout cells with a drive suffix above 1: 0.0800
Slew HR: 0.625
Mapped Area: 2010 µm²
Reg clk slew, reported paths: 0.10 ns
placed cell areas: 2180 µm²
Final HPWL DP: 2070 µm
final WL: 2840 µm
FP Util: 0.420
CTS tree: yes
CTS resizes: 0
Seq cells post-synth: 53
Avg Cell Area, Syn: 10.7 µm²
drt pass-1 iters: 4
Area Overhead vs Synth: 13.3%
first-pass GRT wire length: 4880 µm
die y size: 72.9 µm
CTS Hold Buffers Added: 0
largest net degree at the start of global routing: 20
Least-Margin Pin Slew: 0.560 ns
asr flop ratio synth: 0
Setup TNS Final: 0 ns
fin crit share: 0.798
initial antenna violation count: 0
PortBufs: 13
chip area: 5310 µm²
worst-case clock skew: 0.00885 ns
wire length per cell: 10.6 µm
CP Cell Sequence: inv_1 > clkdlybuf4s50_1
CTS max path bufs: 2
Final Hold Fails: 0
Sink Count: 53
worst skew pair latency: 0.30 ns
I/O pin count: 14
Crit-path slowest cell: dfxtp_1
ys cells: 188
flip-flops with a built-in enable: 4
total of max-cap violations: 0
Crit path required time: 1.84 ns
Overflow after GRT: 0
antenna viol nets, final: 0
Synth warnings: 16
Setup Crit Path Kind: reg2out
RSZ-0062 raised after global routing: no
tool warnings: 26
GPL Wtd Cong: 0.798
[report_power, final]
part	internal (µW)	switching, µW	total (µW)
clock network	230	315	545
registers	967	17.5	984
logic	35.1	31.7	66.8
[layout make-up]
type                    count  area (µm²)  share of cell area
flip-flops and latches     53        1100               0.484
multi-input cells         117         822               0.361
repair buffers             15         145              0.0638
inverters                   7        26.3              0.0115
clock inverters             3        28.8              0.0126
well taps                  67        83.8              0.0368
clock buffers               5        68.8              0.0302
[path summary, 6_finish.rpt]
| kind | startpoint | endpoint | cells after the start |
|---|---|---|---|
| setup reg to reg | genblk1[2].u_row_ripple_remover.filtered_ripple_r | u_digilent_kypd_decoder.pressed_key_o[2] | 4 |
| setup / recovery | u_digilent_kypd_decoder.cols_scanner_state_r[3] | kypd_cols_o[1] | 2 |
| hold / removal | flip-flop | flip-flop | 0 |
| hold reg to reg | flip-flop | flip-flop | 0 |
[routing by layer]
metal,track usage,share of wire
met5,0,0
met4,0.0218,0.013
met3,0.0294,0.040
met2,0.190,0.46
met1,0.176,0.49
[layout by cell type (no fill, tap or decap), drive strengths merged, types with 2 or more instances in the layout]
cell type / n
dfxtp: 49
nor2: 18
clkdlybuf4s50: 13
ha: 10
inv: 10
nor2b: 9
and2: 8
nand2: 8
a21oi: 7
xor2: 6
nor3b: 5
o21ai: 5
clkbuf: 5
xnor2: 5
nor3: 4
nor4: 4
edfxtp: 4
mux2i: 3
nand4b: 3
nand3: 3
a211oi: 2
o41ai: 2
buf: 2
[kinds of logic after synthesis]
group,count (synthesis),synth area share
buffers and inverters,18,0.0430
and+or+nand+nor,67,0.181
DFF,53,0.548
adders and majority gates,10,0.0623
muxes,3,0.0149
AOI/OAI and AO/OA,26,0.0990
xor gates and xnor gates,11,0.0517
[cells in the mapped netlist (3+ instances only)]
| library cell | count | share of area |
|---|---|---|
| nand2_1 | 8 | 0.015 |
| nand4b_1 | 3 | 0.013 |
| nor4_1 | 4 | 0.012 |
| clkbuf_1 | 3 | 0.0056 |
| xor2_1 | 6 | 0.026 |
| edfxtp_1 | 4 | 0.060 |
| nand3_1 | 3 | 0.0075 |
| nor2_1 | 18 | 0.034 |
| nor2b_1 | 9 | 0.028 |
| xnor2_1 | 4 | 0.017 |
| and2_1 | 8 | 0.025 |
| mux2i_1 | 3 | 0.015 |
| dfxtp_1 | 49 | 0.49 |
| a21oi_1 | 7 | 0.017 |
| ha_1 | 10 | 0.062 |
| o21ai_0 | 5 | 0.012 |
| buf_2 | 3 | 0.0075 |
| nor3b_1 | 5 | 0.019 |
| nor3_1 | 4 | 0.010 |
| inv_1 | 7 | 0.013 |
[worst max-delay path, delay by kind of cell (launching register included)]
family	cells	cell delay [ns]
flops	1	0.56
buf+inv	2	0.51
[metrics by stage]
stage	std cells	setup WS [ns]	total power, µW	util	hold slack (ns)
global route	267	0.357	1680	0.476	0.346
CTS	267	0.452	1620	0.476	0.338
global placement	259	0.494	1070	0.455	0.310
floorplan	188	0.932	1050	-	0.310
finish	267	0.464	1600	0.476	0.336
detailed placement	259	0.447	1070	0.455	0.312
Power and IR drop assume default switching activity.
